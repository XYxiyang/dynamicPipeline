### design/flow/constraint.sdc
current_design pipe_exe_mem_reg

set clk_period 1.0
set clk_io_pct 0.2

create_clock -name clk0 -period $clk_period [get_ports {clk}]

set non_clock_inputs [all_inputs -no_clocks]
set_input_delay [expr $clk_period * $clk_io_pct] -clock clk0 $non_clock_inputs
set_output_delay [expr $clk_period * $clk_io_pct] -clock clk0 [all_outputs]
### design/flow/config.mk
export PLATFORM = sky130hd
export DESIGN_NAME = pipe_exe_mem_reg
export DESIGN_NICKNAME = pipe_exe_mem_reg
export VERILOG_FILES = /design/flow/design.v
export SDC_FILE = /design/flow/constraint.sdc
export NUM_CORES = 4
export LEC_CHECK = 1
export CORE_AREA = 10 10 195 195
export DIE_AREA = 0 0 205 205
### design/flow/run.sh
#!/bin/bash
# OpenROAD 26Q1-2900-gdf79404cd8, Yosys 0.63+post, stock flow scripts
make -C /OpenROAD-flow-scripts/flow DESIGN_CONFIG=/design/flow/config.mk WORK_HOME=/design/flow/orfs finish
### design/flow/design.v
`timescale 1ns / 1ps
module pipe_exe_mem_reg(
    input clk,
    input rst,
    input wena,
    input [31:0] exe_alu_out, 
    input [31:0] exe_pc4,
    input [31:0] exe_rs_data_out,
    input [31:0] exe_rt_data_out,
    input [4:0] exe_rf_waddr,
    input exe_dmem_ena,
    input exe_rf_wena,       
    input exe_dmem_wena,
    input exe_dmem_w_cs,
    input exe_dmem_r_cs,
    input exe_rt_mem_mux_sel,
    input [2:0] exe_rf_mux_sel, 
    output reg [31:0] mem_alu_out, 
    output reg [31:0] mem_pc4,
    output reg [31:0] mem_rs_data_out,
    output reg [31:0] mem_rt_data_out,
    output reg [4:0] mem_rf_waddr,
    output reg mem_dmem_ena,
    output reg mem_rf_wena,       
    output reg mem_dmem_wena,
    output reg mem_dmem_w_cs,
    output reg mem_dmem_r_cs,
    output reg mem_rt_mem_mux_sel,
    output reg [2:0] mem_rf_mux_sel
    );
    always @ (posedge clk or posedge rst) 
    begin
        if(rst == 1'b1) begin
            mem_alu_out <= 0;
            mem_pc4 <= 0;
            mem_rs_data_out <= 0;
            mem_rt_data_out <= 0;
            mem_rf_waddr <= 0;
            mem_dmem_ena <= 0;
            mem_rf_wena <= 0;
            mem_dmem_wena <= 0;
            mem_dmem_w_cs <= 0;
            mem_dmem_r_cs <= 0;
            mem_rf_mux_sel <= 0;
            mem_rt_mem_mux_sel <= 0;
        end
        else if(wena == 1'b1) begin
            mem_alu_out <= exe_alu_out;
            mem_pc4 <= exe_pc4;
            mem_rs_data_out <= exe_rs_data_out;
            mem_rt_data_out <= exe_rt_data_out;
            mem_rf_waddr <= exe_rf_waddr;
            mem_dmem_ena <= exe_dmem_ena;
            mem_rf_wena <= exe_rf_wena;
            mem_dmem_wena <= exe_dmem_wena;
            mem_dmem_w_cs <= exe_dmem_w_cs;
            mem_dmem_r_cs <= exe_dmem_r_cs;
            mem_rf_mux_sel <= exe_rf_mux_sel;
            mem_rt_mem_mux_sel <= exe_rt_mem_mux_sel;
        end
    end 
endmodule
==> results_slide.txt <==
Run Summary

Status
  – Status: complete, but fails checks
  – Failing checks: negative setup slack

Global routing
  – Vias in the first global route: 4412
  – First-pass GRT wire length: 26800 um
  – Initial antenna violation count: 0
  – Largest net degree at the start of global routing: 49
  – GRT Overall Usage: 0.0830
  – Remaining global-route overflow: 0

Setup path
  – Crit path DAT: 0.96 ns
  – Crit Path Category: reg -> out
  – Crit. End Element: output pin
  – Worst path max stage delay: 0.40 ns
  – CP max stage cell: dfrtp_1
  – Top delay family on crit path: flip-flops
  – CP required: 0.80 ns
  – CP Buf/Inv Count: 1
  – Cell chain of the critical path: buf_2
  – CP startpoint kind: register
  – Peak fanout along the critical path: 2

Cells and area
  – Most frequent logic cell in the layout: clkdlybuf4s50_1
  – Comb. cell area: 1900 um2
  – Number of fill cells: 3403
  – Fraction of layout instances using a drive strength above 1: 0.601
  – Area grow syn2layout: 74.7%
  – Storage element area: 3550 um2
  – Cell Count, Final, Fillers Out: 1165
  – Most frequent cells in the layout: clkdlybuf4s50_1, dfrtp_1, buf_2, buf_4, mux2_4

Yosys
  – Post-Syn Instances: 301
  – #FFs+latches synth: 142
  – Yosys cell types: 6
  – Mean Syn Cell Area: 18.6 um2
  – Yosys Chip Area: 5600 um2
  – Area of the mapped netlist: 5600 um2
  – Cell taking the most area after synthesis: dfrtp_1
  – Sequential fraction of the synthesis area: 0.635
  – Yosys Instances: 301
  – Post-synth area hogs: dfrtp_1, mux2_4, mux2_2
  – Ys Warns: 1
  – Top-area cell share: 0.635

Floorplan
  – Floorplan-stage core utilization: 0.167
  – Die Span X: 205 um
  – Site row count: 67
  – Std-Cell Core Area: 33600 um2
  – I/O Pins: 287
  – Die Y: 205 um
  – Chip area: 42000 um2

Final timing
  – Final setup vio count: 144
  – Measured slew at the worst slew-check pin: 0.297 ns
  – Worst setup margin: -0.162 ns
  – Slew headroom: 0.802
  – Final Max Slew Viols: 0
  – Final Critical Period: 1.16 ns
  – Fin. Hold Viols: 0
  – Final worst-path cycle share: 1.16
  – FMAX: 860 MHz
  – Layout Skew: 0 ns
  – Unrepaired setup endpoints after global routing: true

Power
  – Sw frac: 0.236
  – Clock network power share: 0.388
  – Net Switching: 3.66 mW
  – Internal Pwr Total: 11.8 mW
  – Pwr Density: 1590 nW/um2
  – Logic pwr share: 0.186
  – VDD IR-drop max: 1.20 mV
  – Post-layout total power: 15.5 mW
  – Pleak: 4.57 nW
  – Reg power frac: 0.426

Clock tree
  – Clk root buf: clkbuf_16
  – TritonCTS clock tree: built
  – H-tree levels: 4
  – Max clock buf depth: 2
  – Number of buffers inserted by hold repair at cts: 0
  – Num CTS Buffers: 17
  – Clock Sinks: 142
  – Later-pin clock latency in the skew report: 0.43 ns
  – Reg clk slew, reported paths: 0.06 ns

Detailed routing
  – Routed length per instance: 15.3 um
  – DRC: 0
  – First drt pass iteration count: 4
  – Starting DRT DRC Count: 68
  – Routed vias/inst: 3.41
  – Final wirelength: 17900 um
  – Final antenna-violating net count: 0
  – Routed via count: 3968

Flow run
  – Max_cap viols: 0
  – Tool Warnings: 28

Place
  – Port Buffers: 286
  – Cell total after placement: 1090
  – GP Congestion: 0.743
  – Detail Placement HPWL: 13400 um

Min path
  – HP Class: in -> async
metal layers:
layer  vias to the layer above  wire length (um)  GRT usage
met3                        14              2010     0.0444
li1                       1864                 -          -
met1                      1913              7640      0.107
met5                         -                 0          0
met4                         0               211    0.00893
met2                       177              8010      0.126
through the flow:
step / TNS (ns) / hold slack, ns / cell area, um2 / worst slack [ns] / util
3_5_place_dp: -17.85 / 0.494 / 9540 / -0.135 / 0.284
2_1_floorplan: -139.15 / 0.348 / 5680 / -0.977 / -
6_report: -18.17 / 0.200 / 9780 / -0.162 / 0.291
3_3_place_gp: -15.96 / 0.489 / 9540 / -0.114 / 0.284
5_1_grt: -27.22 / 0.179 / 9780 / -0.230 / 0.291
4_1_cts: -24.48 / 0.163 / 9700 / -0.211 / 0.288
power by group through the flow:
stage     sequential (mW)  clock [mW]  combinational, mW
6_report             6.61        6.01               2.89
4_1_cts              6.60        6.32               2.90
5_1_grt              6.68        6.56               3.16
worst paths after layout:
kind / startpoint / to / slack, ns / depth (start not counted)
min: rst / mem_alu_out[28] / 0.20 / 3
min reg2reg: mem_rt_data_out[3] / mem_rt_data_out[3] / 0.50 / 1
max in group asynchronous: rst / mem_rf_waddr[3] / 0.49 / 3
max: mem_pc4[5] / mem_pc4[5] / -0.16 / 1
max reg2reg: mem_pc4[1] / mem_pc4[1] / -0.11 / 4
min in group clk0: wena / mem_rs_data_out[9] / 0.20 / 2
cell type report:
| type | instances | area share |
|---|---|---|
| Clock inverter | 13 | 0.0122 |
| Antenna cell | 1 | 0.000256 |
| Multi-Input combinational cell | 142 | 0.194 |
| Timing Repair Buffer | 400 | 0.328 |
| Clock buffer | 18 | 0.0439 |
| Inverter | 1 | 0.000768 |
| Sequential cell | 142 | 0.363 |
| Tap cell | 448 | 0.0573 |
Yosys cell counts:
cell type and n:
inv_1 1, buf_2 6, buf_6 10, dfrtp_1 142, mux2_4 80, mux2_2 62
flip-flops by register name, summed over array words and instances, names as in the netlist:
register	count
mem_dmem_w_cs	1
mem_rf_mux_sel	3
mem_dmem_r_cs	1
mem_dmem_wena	1
mem_rt_data_out	32
mem_rf_wena	1
mem_rs_data_out	32
mem_rf_waddr	5
mem_rt_mem_mux_sel	1
mem_pc4	32
mem_dmem_ena	1
mem_alu_out	32
logic make-up (layout without fill, tap and decap cells):
| logic type | after synthesis | after routing | share of synthesized area |
|---|---|---|---|
| DFF | 142 | 142 | 0.635 |
| other | 0 | 1 | 0 |
| muxes | 142 | 142 | 0.339 |
| buffers and inverters | 17 | 432 | 0.0261 |
timing repair:
item                                    in CTS  in global routing
buffers inserted                            40                 18
endpoints found under the setup margin     142                164
gates resized                              465                 16
Power and IR drop assume default switching activity.
