`/design/flow/design.v`:
```
`timescale 1ns / 1ns
module mux_2_5(
    input [4:0] C0,
    input [4:0] C1,
    input S0,
    output reg [4:0] oZ
    );
    always @ (C0 or C1 or S0) begin
        case(S0)
            1'b0: oZ <= C0;
            1'b1: oZ <= C1;
        endcase
    end
endmodule
module mux_2_32(
    input [31:0] C0,
    input [31:0] C1,
    input S0,
    output reg [31:0] oZ
    );
    always @ (C0 or C1 or S0) begin
        case(S0)
            1'b0: oZ <= C0;
            1'b1: oZ <= C1;
        endcase
    end
endmodule
module mux_4_32(
    input [31:0] C0,
    input [31:0] C1,
    input [31:0] C2,
    input [31:0] C3,
    input [1:0] S0,
    output [31:0] oZ
    );
    reg [31:0] temp;
    always @(*) begin
        case(S0)
            2'b00: temp <= C0;
            2'b01: temp <= C1;
            2'b10: temp <= C2;
            2'b11: temp <= C3;
            default: temp <= 31'bz;
        endcase
    end
    assign oZ = temp;
endmodule
module mux_8_32(
    input [31:0] C0,
    input [31:0] C1,
    input [31:0] C2,
    input [31:0] C3,
    input [31:0] C4,
    input [31:0] C5,
    input [31:0] C6,
    input [31:0] C7,
    input [2:0] S0,
    output [31:0] oZ
    );
    reg [31:0] temp;
    always @(*) begin
        case(S0)
            3'b000: temp <= C0;
            3'b001: temp <= C1;
            3'b010: temp <= C2;
            3'b011: temp <= C3;
            3'b100: temp <= C4;
            3'b101: temp <= C5;
            3'b110: temp <= C6;
            3'b111: temp <= C7;
            default: temp <= 32'bz;
        endcase
    end
    assign oZ = temp;
endmodule
`timescale 1ns / 1ps
module pipe_wb(
    input [31:0] alu_out,
    input [31:0] dmem_out, 
    input [31:0] pc4,
    input [31:0] rs_data_out,
    input [4:0] rf_waddr,
    input rf_wena,       
    input [2:0] rf_mux_sel, 
    output [31:0] rf_wdata,
    output [4:0] wb_rf_waddr,
    output wb_rf_wena
    );
    mux_8_32 mux_rf(
        .C0(32'b0),
        .C1(pc4),
        .C2(32'b0),
        .C3(32'b0),
        .C4(dmem_out),
        .C5(alu_out),
        .C6(32'b0),
        .C7(32'b0),
        .S0(rf_mux_sel),
        .oZ(rf_wdata)
    );
    assign wb_rf_waddr = rf_waddr;
    assign wb_rf_wena = rf_wena;
endmodule
```
`/design/flow/run.sh`:
```
#!/bin/bash
# OpenROAD 26Q1-2900-gdf79404cd8, Yosys 0.63+post, stock flow scripts
make -C /OpenROAD-flow-scripts/flow DESIGN_CONFIG=/design/flow/config.mk WORK_HOME=/design/flow/orfs finish
```
`/design/flow/config.mk`:
```
export PLATFORM = sky130hd
export DESIGN_NAME = pipe_wb
export DESIGN_NICKNAME = pipe_wb
export VERILOG_FILES = /design/flow/design.v
export SDC_FILE = /design/flow/constraint.sdc
export NUM_CORES = 4
export LEC_CHECK = 1
export CORE_AREA = 10 10 76 76
export DIE_AREA = 0 0 86 86
```
`/design/flow/constraint.sdc`:
```
current_design pipe_wb

set clk_period 5.3
set clk_io_pct 0.2

create_clock -name clk0 -period $clk_period

set non_clock_inputs [all_inputs -no_clocks]
set_input_delay [expr $clk_period * $clk_io_pct] -clock clk0 $non_clock_inputs
set_output_delay [expr $clk_period * $clk_io_pct] -clock clk0 [all_outputs]
```
==> notes.md <==
This memo summarizes the results of the implementation run.

Timing
The total setup violations reported at the end of the flow is 0. Per the final timing report, the hold violations number 0. The number of slew-limit violations in the final report is 0. The remaining max-slew budget at the tightest pin is 0.577.

The part of the cycle the worst path needs is 0.727. At the pin with the least slew margin, the transition time is 0.635 ns. The setup TNS is 0 ns. The shortest clock period the worst path allows after layout is between 3 and 4 ns.

The maximum achievable frequency is between 200 and 300 MHz. Setup repair after global routing left no endpoint under its margin.

Placement
The number of I/O port buffers is between 100 and 150. The detailed placement HPWL is ~3.9 mm. The final weighted congestion in routability-driven placement is ~0.75.

Routing
The repair_antennas step left the layout with diodes totalling 0. After detailed routing, the average wire length per cell comes to 16.7 µm. The remaining number of nets flagged by the antenna check after routing is 0. The routed layout has 1,356 vias. Before antenna repair, the detailed router went through 4 iterations. For this run, design rule violations remaining after detail routing come to 0.

The violation tally recorded at the end of detailed-routing iteration 0 is 22. After detailed routing, the number of vias per cell comes to 4.84. The sum of routed wire length over all layers is 4.67 mm.

Logic synthesis
The cell-mix breakdown from Yosys lists the compound-gate area share as 0.454. Ranked by instance count, the synthesized netlist is headed by sky130_fd_sc_hd__a21oi_1, sky130_fd_sc_hd__mux2i_1, sky130_fd_sc_hd__a211oi_1. The number of distinct standard cells referenced by the synthesized netlist is 9.

Grouping non-sequential cells by family puts the most area in AND-OR/OR-AND gates. The cell count in the Yosys report is 119. The largest area contributor in the netlist is sky130_fd_sc_hd__mux2i_1. The number of synthesis warnings is 3.

The number of cells produced by synthesis is 119. The synthesized cell area is between 900 and 1000 µm². Per Yosys stat, the portion of area used by sequential elements is 0. Per the synthesis report, the adder-cell share of the synthesized area is 0. Yosys reports a chip area of between 900 and 1000 µm².

The portion of synthesized area spent on multiplexers is 0.354. The fraction of the mapped netlist area in simple logic gates is 0. Each instance of the synthesized netlist takes up on average 7.60 µm².

By area the synthesized netlist is led by sky130_fd_sc_hd__mux2i_1, sky130_fd_sc_hd__a211oi_1, sky130_fd_sc_hd__a21oi_1. The share of the synthesized area in the top cell type is 0.354. The xor and xnor fraction of the mapped netlist area is 0.

Cells and area
The utilization after layout is 0.517. The area taken by sequential standard cells is reported as 0 µm². The layout summary lists the proportion of cells stronger than drive strength 1 as 0.0304.

The count of sequential standard cells is 0. Per the layout report, the design carries 0 clock buffers. Between the synthesized netlist and the finished layout, the area growth was recorded as 135%.

Worst setup path
The highest net fanout along the worst path is 39. The worst endpoint data arrival time is roughly 2.8 ns. In the setup report, the worst path falls into the class in2out.

STA classifies the critical path endpoint as an output pin. The critical path data required time is roughly 4.2 ns. STA classifies the critical path startpoint as an input port.

Global route
The initial antenna violation count is 0. The first-pass GRT wire length is between 7 and 8 mm. The via count of the first global-routing pass came to around 1,400. The global-route congestion overflow total is 0.

The total global routing track utilization is 0.114. The maximum number of pins on one net before global-route repair is roughly 65.

CTS
The number of instances resized during post-cts repair is 0. The count of hold buffers inserted by post-cts repair is 0. Once the clock tree was built, the setup fixing pass inserted 0 buffers.

Die
The floorplan step set the die width to around 86 µm. The chip footprint is about 7400 µm². The top-level port count is roughly 180. After floorplanning, the core was divided into 23 placement rows. The effective utilization at floorplan is 0.220.

Per the OpenROAD floorplan log, the area of the core is just over 4000 µm². The floorplan step set the die height to approximately 86 µm.

Outcome
The run finished with clean final reports.

Power
Per the OpenROAD power report, leakage power amounts to about 0.00080 µW. The power per standard cell area is roughly 75 nW/µm². The worst supply voltage drop on vdd is around 0.00004 V.

Flow run
The count of maximum capacitance violations is 0. The count of warning messages emitted by the tools is 64.

Hold path
The class of the tightest hold or removal check is in2out.
[final timing paths]
| path | start | endpoint | slack [ns] | cells past startpoint |
|---|---|---|---|---|
| worst min-delay path | rf_waddr[0] | wb_rf_waddr[0] | 2.12 | 0 |
| worst max-delay path | rf_mux_sel[0] | rf_wdata[11] | 1.45 | 5 |
[logic make-up (layout without fill, tap and decap cells)]
group                  after synthesis  count (layout)
AOI/OAI and AO/OA                   64              64
buffers and inverters               23             134
muxes                               32              32
[critical path, stage by stage]
cell and delay [ns]:
sky130_fd_sc_hd__buf_2 0.50, sky130_fd_sc_hd__buf_4 0.39, sky130_fd_sc_hd__a21oi_1 0.07, sky130_fd_sc_hd__a211oi_1 0.24, sky130_fd_sc_hd__clkdlybuf4s50_1 0.53
[layout by cell type (no fill, tap or decap)]
cell	count
sky130_fd_sc_hd__mux2i_1	32
sky130_fd_sc_hd__buf_4	2
sky130_fd_sc_hd__clkdlybuf4s50_1	129
sky130_fd_sc_hd__buf_2	2
sky130_fd_sc_hd__a21oi_1	32
sky130_fd_sc_hd__a211oi_1	30
sky130_fd_sc_hd__buf_12	1
sky130_fd_sc_hd__a211oi_2	2
[per-layer routing]
metal,up-vias,wire length (µm),part of all wire,track usage
met5,-,0,0,0
met4,0,0,0,0.00150
met3,0,678,0.15,0.0677
met2,80,2140,0.46,0.187
met1,587,1850,0.40,0.131
li1,689,-,-,-
[power by group]
group	total (µW)	switching, µW	internal, µW
combinational	160	46.3	113
sequential	0	0	0
clock	0	0	0
total	160	46.3	113
[per-stage QoR]
step	setup WS, ns	total power [µW]	instances	hold slack, ns	cell area [µm²]
6_report	1.45	160	280	2.12	2130
2_1_floorplan	2.61	56.5	119	2.13	905
3_5_place_dp	1.44	161	280	2.12	2130
4_1_cts	1.43	162	280	2.12	2130
5_1_grt	1.23	175	280	2.12	2130
3_3_place_gp	1.45	159	280	2.12	2130
[final cells by class]
type,count,area (µm²)
well taps,50,62.6
fillers,375,1990
multi-input cells,96,731
repair buffers,134,1340
Power is estimated from default activity; no workload was simulated.
