--- ./run.sh ---
#!/bin/bash
# OpenROAD 26Q1-2900-gdf79404cd8, Yosys 0.63+post, stock flow scripts
make -C /OpenROAD-flow-scripts/flow DESIGN_CONFIG=/design/flow/config.mk WORK_HOME=/design/flow/orfs finish
--- ./config.mk ---
export PLATFORM = sky130hd
export DESIGN_NAME = alu
export DESIGN_NICKNAME = alu
export VERILOG_FILES = /design/flow/design.v
export SDC_FILE = /design/flow/constraint.sdc
export NUM_CORES = 4
export LEC_CHECK = 1
export CORE_UTILIZATION = 50
--- ./constraint.sdc ---
current_design alu

set clk_period 28.2
set clk_io_pct 0.2

create_clock -name clk0 -period $clk_period

set non_clock_inputs [all_inputs -no_clocks]
set_input_delay [expr $clk_period * $clk_io_pct] -clock clk0 $non_clock_inputs
set_output_delay [expr $clk_period * $clk_io_pct] -clock clk0 [all_outputs]
--- ./design.v ---
`timescale 1ns / 1ns
module alu(
    input [31:0] a,    
    input [31:0] b, 
    input [3:0] aluc,
    output [31:0] r,
    output zero,
    output carry, 
    output negative, 
    output overflow,
    output[31:0]show
    );
    parameter Addu = 4'b0000;    
    parameter Add = 4'b0010;    
    parameter Subu = 4'b0001;    
    parameter Sub = 4'b0011;    
    parameter And = 4'b0100;    
    parameter Or = 4'b0101;    
    parameter Xor = 4'b0110;    
    parameter Nor = 4'b0111;    
    parameter Lui = 4'b1000;    
    parameter Mul = 4'b1001;
    parameter Slt = 4'b1011;    
    parameter Sltu = 4'b1010;    
    parameter Sra = 4'b1100;   
    parameter Sll = 4'b1110;   
    parameter Srl = 4'b1101;    
    parameter Slr = 4'b1111;
    reg [32:0] result;
    reg if_same_signal;
    reg flag;
    always @ (*) begin
        case(aluc)
            Addu: result = a + b;
            Add: begin
                result = $signed(a) + $signed(b);
                if_same_signal = ~(a[31] ^ b[31]);
                flag = (if_same_signal && result[31] != a[31]) ? 1 : 0;
            end
            Subu: result = a - b;
            Sub: begin
                result = $signed(a) - $signed(b);
                if_same_signal = ~(a[31] ^ b[31]);
                flag = (~if_same_signal && result[31] != a[31]) ? 1 : 0;
            end
            And: result = a & b;
            Or: result = a | b;
            Xor: result = a ^ b;
            Nor: result = ~(a | b);
            Lui: result = {b[15:0], 16'b0};
            Mul: result = a * b;
            Slt: result = ($signed(a) < $signed(b)) ? 1 : 0;
            Sltu: result =  (a < b) ? 1 : 0;
            Sra: result = $signed(b) >>> a;
            Sll: result = b << a;
            Slr: result = b << a;
            Srl: result = b >> a;
        endcase
    end
    assign r = result[31:0];
    assign carry = (aluc == Addu | aluc == Subu | aluc == Sltu | aluc == Sra | aluc == Srl | aluc == Sll) ? result[32] : 1'bz; 
    assign zero = (r == 32'b0) ? 1 : 0; 
    assign negative = result[31];
    assign overflow = (aluc == Add | aluc == Sub) ? flag : 1'bz; 
    assign show = (aluc == Mul && a==32'h3) ? result[31:0] : 32'bz;
endmodule 
==> results.txt <==
impl run done, here's what came out: total power draw=6.25 mW, most instantiated flip-flop cell in the synthesis netlist=dlxtn_1, synthesized instance count=4009, library cells used by synthesis=92, endpoints left unconstrained=2, MaxCap Viol Count=0, violation count after the first detailed-route iteration=3702, Final Hold Violating Endpoints=0, width of the chip=250 µm, Total Neg Setup Slack=0 ns, net switching fraction of the power=60.2%, Chip Area=62300 µm², placeable core area=60500 µm², reported leakage power=14.7 nW, number of filler instances in the final layout=5809, Tot GR Track Use=53.8%, adder share=39.1%, Via-to-Cell Ratio=6.83, final number of max-transition violations=0, Setup Fix Bufs, Post-CTS=0, Final GP Congestion=1.13, dominant combinational cell family by area after synthesis=adder cells, setup violation total in the final timing report=0, DR vias=32.5k, Synth Cell Area=30600 µm², post-detailed-routing wire length=159000 µm, number of cell instances after yosys synthesis=4009, startpoint type of the worst setup path=input pin, cts hold-fix bufs=0, # port buffers=136, share of the clock period used by the worst path=75.9%, unrepaired setup endpoints after global routing=false, time the worst path needs with I/O delays and setup=21.41 ns, gr ovfl total=0, run status=finished, final reports clean, cell with the most instances after synthesis=nor2_1, Slowest-stage cell, CP=a2111oi_0, hold slack final=12.37 ns, arrival time of the worst setup path=15.77 ns, WL per Instance=33.5 µm, most repeated library cell on the critical path=fa_1, highest net fanout along the worst path=16, critical path capture point=zero, async set-reset flop share out of synthesis=0%, Setup crit end kind=output port, Internal Dissipation=2.49 mW, flip-flops with a built-in enable=0, Std-Cell Rows=90, I/O pin count=136, required time of the critical path=22.56 ns, remaining antenna violation count=0, class of the worst hold path=in -> out, transition at the pin with the smallest max-transition slack=1.10 ns, Largest cells by area=fa_1 29%, ha_1 10%, nor2_1 6.4%, inv_1 6.1%, nand2_1 5.0%, detailed-router iteration count before antenna repair=7, most instantiated cells after synthesis=524 x nor2_1, 499 x inv_1, 441 x fa_1, post-CTS resize count=0, Synth Warn #=4, mean area per synthesized cell=7.65 µm², maximum number of pins on one net before global-route repair=53, number of global-route vias before repair=32.1k, fraction of layout instances using a drive strength above 1=7.23%, number of warnings in the stage logs=96, area fraction of the dominant cell type after synthesis=28.8%, synthesized-area fraction occupied by xor and xnor cells=4.34%, total of flip-flops plus latches after synthesis=1, number of antenna violations at the first check in global routing=8, type of the worst setup path=in -> out, areal power density over the cells=191 nW/µm², area fraction in and, or, nand and nor cells=19.2%, area growth from synthesis to layout=6.67%, largest area contributor in the netlist=fa_1, Starting Density=50.7%, count of unclocked register or latch pins=1, share of synthesized cell area in and-or and or-and compound cells=18.4%, worst setup path startpoint=a[5], post-detailed-placement half-perimeter wirelength=124000 µm, worst-case headroom to the max-slew limit=25.1%, DRC errors left=0, Critical Path Max Stage Delay=0.81 ns, Die H=250 µm, first-pass GRT wire length=228000 µm, highest clock rate=0.0467 GHz, multiplexer share of the synthesized area=7.82%, net switching power figure=3.76 mW, Worst IR Drop VDD=0.456 mV, chip area estimate from yosys synthesis=30600 µm², max FFs per register=1
==> critical path: cells and delay by family <==
kind / cells / cell delay [ns]
xor+xnor: 1 / 0.18
compound gates: 5 / 1.75
buf+inv: 10 / 2.59
fa+ha+maj: 9 / 3.77
simple gates: 7 / 1.79
==> metrics by stage <==
stage | utilization, % | instance area, µm² | cells | worst slack [ns]
6_report | 54.1 | 32700 | 4760 | 6.79
5_1_grt | 54.0 | 32700 | 4754 | 6.54
4_1_cts | 54.0 | 32700 | 4754 | 6.96
3_5_place_dp | 54.0 | 32700 | 4754 | 7.00
3_3_place_gp | 54.0 | 32700 | 4754 | 7.03
2_1_floorplan | - | 30600 | 4009 | 8.63
==> cell usage in the layout (no fill, tap or decap), types with 38 or more instances in the layout <==
| cell type | n |
|---|---|
| inv_1 | 496 |
| a211oi_1 | 49 |
| mux4_2 | 52 |
| o21ai_0 | 152 |
| nand3_1 | 70 |
| mux2i_1 | 86 |
| nor3_1 | 68 |
| fa_1 | 441 |
| xor2_1 | 38 |
| buf_4 | 154 |
| nand2b_1 | 38 |
| o211ai_1 | 42 |
| xnor2_1 | 114 |
| a21oi_1 | 183 |
| ha_1 | 252 |
| nor2_1 | 523 |
| nand2_1 | 410 |
| clkdlybuf4s50_1 | 127 |
==> logic make-up (layout without fill, tap and decap cells) <==
group,Yosys count,after routing
buf+inv,847,810
compound gates,823,823
fa+ha+maj,693,693
latches,1,1
xor+xnor,152,152
simple gates,1327,1327
other cells,0,6
mux,166,166
==> power by group through the flow <==
stage	logic, mW	clock network (mW)	registers [mW]
after global routing	6.82	0	0.000314
after CTS	6.07	0	0.000315
==> worst min path at each step <==
stage / from / endpoint / slack [ns] / cells past startpoint
4_1_cts: aluc[1] / show[17] / 12.32 / 3
5_1_grt: aluc[1] / r[17] / 12.36 / 3
6_report: aluc[1] / r[17] / 12.37 / 3
==> final cells by class <==
type	instances	area, µm²	share of cell area (%)
Tap cell	782	978	2.99
Antenna cell	6	15.0	0.0459
Multi-Input combinational cell	3161	27300	83.4
Timing Repair Buffer	286	2460	7.52
Sequential cell	1	15.0	0.0459
Inverter	524	1970	6.02
==> metal layers <==
layer / routed length [µm] / vias to the layer above / track usage (%) / share of wire (%)
met5: 523 / - / 6.02 / 0.33
met4: 12100 / 26 / 29.8 / 7.6
met3: 27300 / 698 / 31.0 / 17
met2: 63500 / 2774 / 71.8 / 40
met1: 56200 / 15519 / 68.5 / 35
li1: - / 13474 / - / -
No activity file was given, so power comes from the tool's default toggle rates.
